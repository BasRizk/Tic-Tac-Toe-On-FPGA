==> design/flow/design.v <==
module clk_generator(out_clk, in_clk);
input in_clk;
output reg out_clk;
reg [30:0] counter;
always@(posedge in_clk)
	begin
		counter = counter + 1;
		if( counter == 1_250_000)
			begin
				out_clk = ~out_clk;
				counter <= 0;
			end
	end
endmodule 
==> design/flow/run.sh <==
#!/bin/bash
# OpenROAD 26Q1-2900-gdf79404cd8, Yosys 0.63+post, stock flow scripts
make -C /OpenROAD-flow-scripts/flow DESIGN_CONFIG=/design/flow/config.mk WORK_HOME=/design/flow/orfs finish
==> design/flow/config.mk <==
export PLATFORM = sky130hd
export DESIGN_NAME = clk_generator
export DESIGN_NICKNAME = clk_generator
export VERILOG_FILES = /design/flow/design.v
export SDC_FILE = /design/flow/constraint.sdc
export NUM_CORES = 4
export LEC_CHECK = 1
export CORE_AREA = 10 10 106 106
export DIE_AREA = 0 0 116 116
==> design/flow/constraint.sdc <==
current_design clk_generator

set clk_period 9.7
set clk_io_pct 0.2

create_clock -name clk0 -period $clk_period [get_ports {in_clk}]

set non_clock_inputs [all_inputs -no_clocks]
set_input_delay [expr $clk_period * $clk_io_pct] -clock clk0 $non_clock_inputs
set_output_delay [expr $clk_period * $clk_io_pct] -clock clk0 [all_outputs]
==> results.txt <==
Observations from the implementation run.

Critical path:
- The run gives the required time of the critical path as 7.76 ns.
- The number of buffers and inverters on the critical path is 1.
- The run gives the depth of the worst register-to-register path as 6.
- Looking at the reg2reg group, the worst path ends at out_clk.
- The run gives the cell type of the slowest stage on the worst timing path as clkdlybuf4s50_1.
- The run gives the startpoint of the most critical register-to-register path as counter[10].
- STA classifies the critical path endpoint as an output pin.
- The run puts the maximum fanout encountered on the critical timing path at 2.
- The run gives the element type at the critical path start as a register.
- Per STA, the worst path is made up of clkdlybuf4s50_1.
- The run puts the reg-to-reg setup timing slack at a little under 7 ns.
- The run puts the signal arrival time at the worst endpoint at 1.10 ns.
- The run puts the stage delay of the slowest cell on the critical path at ~0.48 ns.
- The critical path is of the register to output pin type.
- Broken down by cell family, the worst path's largest delay share belongs to buffers and inverters.

Synth:
- The run puts the cell total in the yosys stat output at between 200 and 250.
- The run puts the number of synthesized flops with an enable pin at 1.
- The run gives the count of yosys warnings during synthesis as 1.
- The run puts the xor/xnor cell area share of the yosys netlist at 0.145.
- The run puts the async set-or-reset flop fraction in the synthesized netlist at 0.
- In this run the cell area of the synthesized design comes to between 0.0015 and 0.002 sq mm.
- Per the synthesis report, the adder-cell share of the synthesized area is 0.00715.
- Yosys reports the multiplexer fraction of the synthesized area as 0.00572.
- After synthesis, the chip area reported by Yosys is approximately 0.0018 sq mm.
- The run puts the portion of the post-synthesis area used by sequential elements at 0.372.
- The run puts the number of synthesized register bits at 32.
- The run puts the synthesized netlist cell count at between 200 and 250.
- After synthesis, the largest family of logic cells by area is simple AND/OR/NAND/NOR gates.
- The run puts the mean area per synthesized cell at around 8.7 sq um.
- The run puts the post-synthesis share of cell area spent on and-or and or-and gates at 0.0829.
- The run gives the tally of unique sky130hd cells used after synthesis as around 45.
- The run gives the flip-flop cell with the highest count after synthesis as dfxtp_1.
- The run gives the post-synthesis simple-gate area fraction as 0.353.

Pwr:
- The switching component of the power was reported as between 0.04 and 0.05 mW.
- The run puts the cell-internal power at ~0.19 mW.
- The run gives the power density over cell area as 122 mW/mm^2.
- Switching power as a fraction of the total was reported as 0.206.
- The run puts the leakage power at approximately 0.67 nW.
- Of the total power, the clock network draws 0.444.
- The run puts the share of power burned in combinational logic at 0.
- The run gives the worst IR drop on VDD as a little under 0.06 mV.
- The run puts the total power after layout at ~0.24 mW.
- The run gives the sequential share of power as 0.556.

Clocking:
- The skew report gives the latency at the later pin of the worst-skew pair as approximately 0.28 ns.
- Post-CTS timing repair inserted 0 buffers for setup.
- The run puts the cts-stage hold buffer count at 0.
- The run gives the total of cells resized after clock tree synthesis as 0.
- The run gives the clock root buffer master as clkbuf_8.
- The run gives the clock transition at the registers of the reported paths as roughly 0.06 ns.
- The H-tree was split into 2 levels.
- The run puts the number of buffers on the longest clock path at 2.
- TritonCTS built the clock tree.
- The run gives the TritonCTS buffer count as 5.
- The run puts the TritonCTS sink count at 32.

Global routing:
- met2 track demand over resource after global routing is 0.0812.
- The run gives the pin count of the biggest net entering global routing as 11.
- The run gives the layer carrying the most global-route usage as met1.
- The number of global-route vias before repair came to about 1.4k.
- The run gives the number of antenna violations at the first check in global routing as 0.
- The run puts the wire length of the first global-routing pass at around 6.7 mm.
- Summed over all routing layers, the global router reports a total usage of 0.0594.
- The run gives the fraction of met3 tracks used by global routing as 0.0147.
- For met1 alone, demand over resource in global routing was 0.0923.
- The run puts the leftover overflow at the end of global routing at 0.

Cells and area:
- The post-route utilization of the core is recorded as 0.220.
- Per the run report, area growth between synthesis and finish was 11.2%.
- The run puts the layout cell share with drive strength beyond 1 at 0.0746.
- Leaving out fill and tap cells, the most frequent cells in the layout are 31 x dfxtp_1, 18 x nor2_1, 18 x xnor2_1.
- The top cell type in the final layout, fill and taps aside, is dfxtp_1.

Detailed routing:
- The run puts the final antenna-violating net count at 0.
- Across all layers, the routed design uses roughly 1.4k vias.
- The run gives the total wire length as roughly 3.8 mm.
- The run puts the initial detailed-routing violation count at about 100.
- For this run, design rule violations remaining after detail routing come to 0.
- The first detailed-routing pass ran for 4 iterations.
- The run gives the number of vias per cell as roughly 4.7.
- In the final routed layout, each cell accounts on average for 12.2 um.
- Per the detail_route report, inserted antenna diodes total 0.

Min path:
- STA reports the tightest min-delay check as being of type register to register.
- The run puts the number of cells traversed by the worst hold path at 1.
- The launch point of the worst min-delay path is recorded as counter[30].
- The path with the worst hold slack has its endpoint at counter[30].

Timing:
- The end-of-flow timing check tallies setup violations at 0.
- The run gives the final period utilization as 0.313.
- The run puts the maximum frequency from static timing analysis at ~0.33 GHz.
- The run puts the setup clock skew after layout at between 0.004 and 0.005 ns.
- Setup repair after global routing left no endpoint under its margin.
- The run puts the final number of hold-violating endpoints at 0.
- The final timing report gives a worst setup slack of about 6.7 ns.
- The run puts the count of pins over their slew limit at 0.
- The run puts the worst-case headroom to the max-slew limit at 0.469.
- The transition time recorded at the tightest slew-check pin is a little under 0.8 ns.
- The run puts the worst hold slack after final layout at around 0.46 ns.
- The run gives the final total negative setup slack as 0 ns.
- The run gives the minimum period implied by the final worst setup slack as between 3 and 4 ns.

Floorplanning:
- In this run the core area contains 34 standard-cell rows.
- The run puts the starting density of the core at 0.198.
- The run gives the height of the chip as ~120 um.
- During I/O placement, the number of pins put on the boundary was 2.
- The run gives the die extent in x as 116 um.
- The chip occupies ~0.013 sq mm.
- The run puts the area of the core at 0.00885 sq mm.

Flow run:
- The run gives the number of warning messages in the logs as 25.
- In this run the maximum-capacitance check reported violations numbering 0.

Placed design:
- The run gives the placer's final routability congestion estimate as roughly 0.9.
- The run puts the number of input and output port buffers inserted at 1.
- The run puts the setup slack after placement at roughly 6.8 ns.
- In the placement report, post-DP HPWL is listed as about 2.7 mm.

Outcome:
- The run finished with clean final reports.
-- synthesized netlist by cell type (4+ instances only) --
cell type / instances / share of area
and4_1: 5 / 0.025
buf_2: 6 / 0.017
dfxtp_1: 31 / 0.35
inv_1: 5 / 0.011
nand2_1: 12 / 0.026
nand3_1: 17 / 0.049
nand4_1: 12 / 0.043
nor2_1: 18 / 0.039
nor3_1: 6 / 0.017
nor3b_1: 4 / 0.017
nor4_1: 9 / 0.032
xnor2_1: 18 / 0.090
xor2_1: 11 / 0.055
-- sequential cells by signal (all words and copies together), names as in the netlist --
name,cells
counter,31
out_clk,1
-- per-stage QoR --
stage               area, sq um  std cells
floorplan                  1750        201
global route               1950        309
CTS                        1950        309
finish                     1950        309
detailed placement         1850        301
global placement           1850        301
-- metal layers --
metal	share of wire	wire length [um]
met4	0.0066	25
met3	0.068	257
met1	0.51	1940
met5	0	0
met2	0.41	1550
-- layout make-up --
type	count	area [sq um]
fillers	955	6900
multi-input cells	155	1040
flip-flops and latches	32	651
well taps	108	135
clock buffers	6	82.6
inverters	5	18.8
clock inverters	2	10.0
repair buffers	1	10.0
-- power by group through the flow --
stage         clock (mW)  sequential [mW]  combinational [mW]
finish             0.105            0.132         0.000000356
global route       0.114            0.132         0.000000356
CTS                0.108            0.132         0.000000356
-- worst max path at each step --
stage,from,to,slack [ns],cells after the start
4_1_cts,out_clk,out_clk,6.64,1
5_1_grt,counter[0],out_clk,6.49,7
6_report,out_clk,out_clk,6.66,1
-- kinds of logic (layout without fill, tap and decap cells) --
logic type               after synthesis  after routing
AND/OR/NAND/NOR                      104            104
multiplexers                           1              1
AND-OR/OR-AND                         20             20
flip-flops                            32             32
XOR/XNOR                              29             29
buffers and inverters                 14             14
adder cells (fa/ha/maj)                1              1
Power and IR drop assume default switching activity.
